--- config.mk ---
export PLATFORM = sky130hd
export DESIGN_NAME = top_level
export DESIGN_NICKNAME = top_level
export VERILOG_FILES = /design/flow/design.v
export SDC_FILE = /design/flow/constraint.sdc
export NUM_CORES = 4
export LEC_CHECK = 1
export CORE_UTILIZATION = 30
export SYNTH_HDL_FRONTEND = slang
export SYNTH_MEMORY_MAX_BITS = 65536
--- constraint.sdc ---
current_design top_level

set clk_period 16.6
set clk_io_pct 0.2

create_clock -name clk0 -period $clk_period [get_ports {aclk}]

set non_clock_inputs [all_inputs -no_clocks]
set_input_delay [expr $clk_period * $clk_io_pct] -clock clk0 $non_clock_inputs
set_output_delay [expr $clk_period * $clk_io_pct] -clock clk0 [all_outputs]
--- design.v ---
`timescale 1ns / 1ps
module simple_dma_axi4lite (
    input  logic        aclk,
    input  logic        aresetn,
    input  logic [31:0] s_axi_awaddr,
    input  logic        s_axi_awvalid,
    output logic        s_axi_awready,
    input  logic [31:0] s_axi_wdata,
    input  logic [3:0]  s_axi_wstrb,
    input  logic        s_axi_wvalid,
    output logic        s_axi_wready,
    output logic [1:0]  s_axi_bresp,
    output logic        s_axi_bvalid,
    input  logic        s_axi_bready,
    input  logic [31:0] s_axi_araddr,
    input  logic        s_axi_arvalid,
    output logic        s_axi_arready,
    output logic [31:0] s_axi_rdata,
    output logic [1:0]  s_axi_rresp,
    output logic        s_axi_rvalid,
    input  logic        s_axi_rready,
    output logic [31:0] m_axi_araddr,
    output logic        m_axi_arvalid,
    input  logic        m_axi_arready, 
    input  logic [31:0] m_axi_rdata, 
    input  logic [1:0]  m_axi_rresp,
    input  logic        m_axi_rvalid,
    output logic        m_axi_rready,
    output logic [31:0] m_axi_awaddr,
    output logic        m_axi_awvalid,
    input  logic        m_axi_awready,
    output logic [31:0] m_axi_wdata,
    output logic [3:0]  m_axi_wstrb,
    output logic        m_axi_wvalid,
    input  logic        m_axi_wready,
    input  logic [1:0]  m_axi_bresp,
    input  logic        m_axi_bvalid,
    output logic        m_axi_bready
);
    typedef enum logic [2:0] {
        IDLE, READ_ADDR, READ_DATA, WRITE_ADDR, WRITE_DATA, WRITE_RESP, DONE
    } state_t;
    state_t state;
    logic [31:0] src_addr, dst_addr;
    logic [15:0] transfer_len;
    logic [31:0] data_buffer;
    logic [15:0] remaining;
    logic start_pulse;
    always_ff @(posedge aclk or posedge aresetn) begin
        if (aresetn) begin
            src_addr <= '0;
            dst_addr <= '0;
            transfer_len <= '0;
            start_pulse <= '0;
        end
        else if (s_axi_awvalid && s_axi_wvalid) begin
            case (s_axi_awaddr)
                32'h00: src_addr <= s_axi_wdata;  
                32'h04: dst_addr <= s_axi_wdata;
                32'h08: transfer_len <= s_axi_wdata[15:0];
                32'h0C: start_pulse <= s_axi_wdata[0];
                default: begin end
            endcase
        end
    end
    always_comb begin
        s_axi_rdata = '0;
        case (s_axi_araddr)  
            32'h00: s_axi_rdata = src_addr;
            32'h04: s_axi_rdata = dst_addr;
            32'h08: s_axi_rdata = transfer_len;
            32'h0C: s_axi_rdata = {31'b0, (state != IDLE)};
            default: begin end
        endcase
    end
    assign s_axi_awready = 1'b1;
    assign s_axi_wready = 1'b1;
    assign s_axi_bresp = 2'b00;
    assign s_axi_bvalid = s_axi_awvalid && s_axi_wvalid;
    assign s_axi_arready = 1'b1;
    assign s_axi_rresp = 2'b00;
    assign s_axi_rvalid = s_axi_arvalid;
    always_ff @(posedge aclk or posedge aresetn) begin
        if (aresetn) begin
            state <= IDLE;
            remaining <= '0;
            data_buffer <= '0;
        end
        else begin
            case (state)
                IDLE:
                    if (start_pulse) begin
                        remaining <= transfer_len;
                        state <= READ_ADDR;
                    end
                READ_ADDR:
                    if (m_axi_arready)
                        state <= READ_DATA;
                READ_DATA:
                    if (m_axi_rvalid) begin
                        data_buffer <= m_axi_rdata;
                        state <= WRITE_ADDR;
                    end
                WRITE_ADDR:
                    if (m_axi_awready)
                        state <= WRITE_DATA;
                WRITE_DATA:
                    if (m_axi_wready)
                        state <= WRITE_RESP;
                WRITE_RESP:
                    if (m_axi_bvalid) begin
                        if (remaining == 0)
                            state <= DONE;
                        else begin
                            remaining <= remaining - 1;
                            state <= READ_ADDR;
                        end
                    end
                DONE: state <= IDLE;
                default: begin end
            endcase
        end
    end
    assign m_axi_araddr = src_addr + (transfer_len - remaining) * 4;
    assign m_axi_arvalid = (state == READ_ADDR);
    assign m_axi_rready = (state == READ_DATA);
    assign m_axi_awaddr = dst_addr + (transfer_len - remaining) * 4;
    assign m_axi_awvalid = (state == WRITE_ADDR);
    assign m_axi_wdata = data_buffer;
    assign m_axi_wstrb = 4'b1111;
    assign m_axi_wvalid = (state == WRITE_DATA);
    assign m_axi_bready = (state == WRITE_RESP);
endmodule
`timescale 1ns / 1ps
module simple_memory #(
    parameter integer ADDR_WIDTH = 10,   
    parameter integer DATA_WIDTH = 32    
)(
    input logic clk,
    input logic rst_n,
    input logic [31:0] s_axi_awaddr, 
    input logic s_axi_awvalid,
    output logic s_axi_awready,
    input logic [31:0] s_axi_wdata,
    input logic [3:0] s_axi_wstrb,
    input logic s_axi_wvalid,
    output logic s_axi_wready,
    output logic [1:0] s_axi_bresp,
    output logic s_axi_bvalid,
    input logic s_axi_bready,
    input logic [31:0] s_axi_araddr,
    input logic s_axi_arvalid,
    output logic s_axi_arready,
    output logic [31:0] s_axi_rdata,
    output logic [1:0] s_axi_rresp,
    output logic s_axi_rvalid,
    input logic s_axi_rready
);
    localparam integer ADDR_LSB = $clog2(DATA_WIDTH/8);
    localparam integer MEM_DEPTH = 2**10;
    logic [DATA_WIDTH-1:0] mem [0:MEM_DEPTH-1];
    logic [ADDR_WIDTH-1:0] axi_awaddr_internal;
    logic [ADDR_WIDTH-1:0] axi_araddr_internal;
    typedef enum logic [1:0] {
        IDLE,
        WRITE_DATA,
        WRITE_RESP,
        READ_DATA
    } axi_state_t;
    axi_state_t PS, NS;
    assign axi_awaddr_internal = s_axi_awaddr[ADDR_WIDTH-1:0];; 
    always_ff @(posedge clk or posedge rst_n) begin
        if (rst_n) begin
            PS <= IDLE;
        end
        else begin
            PS <= NS;
        end
    end
    always_comb begin
        NS = PS;
        case (PS)
            IDLE: begin
                if (s_axi_awvalid) begin   
                    NS = WRITE_DATA;
                end
                else if (s_axi_arvalid) begin
                    NS = READ_DATA;
                end
            end
            WRITE_DATA: begin
                NS = WRITE_RESP;
            end
            WRITE_RESP: begin
                if (s_axi_bready) begin
                    NS = IDLE;
                end
            end
            READ_DATA: begin
                if (s_axi_rready) begin
                    NS = IDLE;
                end
            end
            default: begin
                NS = IDLE;
            end
        endcase
    end
    always_ff @(posedge clk or posedge rst_n) begin
        if (rst_n) begin
            s_axi_awready <= 1'b0;
            s_axi_wready <= 1'b0;
            s_axi_bvalid <= 1'b0;
            s_axi_bresp <= 2'b00;
            s_axi_arready <= 1'b0;
            s_axi_rvalid <= 1'b0;
            s_axi_rresp <= 2'b00;
            s_axi_rdata <= {DATA_WIDTH{1'b0}};
        end
        else begin
            case (PS)
                IDLE: begin
                    s_axi_awready <= 1'b1;
                    s_axi_wready <= 1'b1;
                    s_axi_bvalid <= 1'b0;
                    s_axi_arready <= 1'b1;
                    s_axi_rvalid <= 1'b0;
                end
                WRITE_DATA: begin
                    s_axi_awready <= 1'b0;
                    s_axi_wready <= 1'b0;
                    if (s_axi_wstrb[0]) mem[axi_awaddr_internal][7:0] <= s_axi_wdata[7:0];
                    if (s_axi_wstrb[1]) mem[axi_awaddr_internal][15:8] <= s_axi_wdata[15:8];
                    if (s_axi_wstrb[2]) mem[axi_awaddr_internal][23:16] <= s_axi_wdata[23:16];
                    if (s_axi_wstrb[3]) mem[axi_awaddr_internal][31:24] <= s_axi_wdata[31:24];
                    s_axi_bresp <= 2'b00;   
                    s_axi_bvalid <= 1'b1;
                end
                WRITE_RESP: begin
                    if (s_axi_bready) begin
                        s_axi_bvalid <= 1'b0;
                    end
                end
                READ_DATA: begin
                    s_axi_arready <= 1'b0;
                    s_axi_rdata <= mem[axi_araddr_internal];
                    s_axi_rresp <= 2'b00;        
                    s_axi_rvalid <= 1'b1;
                    if (s_axi_rready) begin
                        s_axi_rvalid <= 1'b0;
                    end
                end
                default: begin
                    s_axi_awready <= 1'b0;
                    s_axi_wready <= 1'b0;
                    s_axi_bvalid <= 1'b0;
                    s_axi_arready <= 1'b0;
                    s_axi_rvalid <= 1'b0;
                end
            endcase
        end
    end
endmodule
`timescale 1ns / 1ps
module top_level (
    input  logic        aclk,
    input  logic        aresetn,
    input  logic [31:0] dma_s_axi_awaddr,
    input  logic        dma_s_axi_awvalid,
    output logic        dma_s_axi_awready,
    input  logic [31:0] dma_s_axi_wdata,
    input  logic [3:0]  dma_s_axi_wstrb,
    input  logic        dma_s_axi_wvalid,
    output logic        dma_s_axi_wready,
    output logic [1:0]  dma_s_axi_bresp,
    output logic        dma_s_axi_bvalid,
    input  logic        dma_s_axi_bready,
    input  logic [31:0] dma_s_axi_araddr,
    input  logic        dma_s_axi_arvalid,
    output logic        dma_s_axi_arready,
    output logic [31:0] dma_s_axi_rdata,
    output logic [1:0]  dma_s_axi_rresp,
    output logic        dma_s_axi_rvalid,
    input  logic        dma_s_axi_rready,
    output logic [31:0] dma_m_axi_araddr,
    output logic        dma_m_axi_arvalid,
    input  logic        dma_m_axi_arready, 
    input  logic [31:0] dma_m_axi_rdata, 
    input  logic [1:0]  dma_m_axi_rresp,
    input  logic        dma_m_axi_rvalid,
    output logic        dma_m_axi_rready
);
    wire [31:0] dma_m_axi_awaddr;
    wire dma_m_axi_awvalid;
    wire dma_m_axi_awready;
    wire [31:0] dma_m_axi_wdata;
    wire [3:0] dma_m_axi_wstrb;
    wire dma_m_axi_wvalid;
    wire dma_m_axi_wready;
    wire [1:0] dma_m_axi_bresp;
    wire dma_m_axi_bvalid;
    wire dma_m_axi_bready;
    logic GND = 32'b0; 
    simple_memory #(
        .ADDR_WIDTH(10),
        .DATA_WIDTH(32)
    ) memory_inst (
        .clk(aclk),
        .rst_n(aresetn),
        .s_axi_awaddr(dma_m_axi_awaddr),
        .s_axi_awvalid(dma_m_axi_awvalid),
        .s_axi_awready(dma_m_axi_awready),
        .s_axi_wdata(dma_m_axi_wdata),
        .s_axi_wstrb(dma_m_axi_wstrb),
        .s_axi_wvalid(dma_m_axi_wvalid),
        .s_axi_wready(dma_m_axi_wready),
        .s_axi_bresp(dma_m_axi_bresp),
        .s_axi_bvalid(dma_m_axi_bvalid),
        .s_axi_bready(dma_m_axi_bready),
        .s_axi_araddr(GND),
        .s_axi_arvalid(GND),
        .s_axi_arready(GND),
        .s_axi_rdata(GND),
        .s_axi_rresp(GND),
        .s_axi_rvalid(GND),
        .s_axi_rready(GND)
    );
    simple_dma_axi4lite dma_inst (
        .aclk(aclk),
        .aresetn(aresetn),
        .s_axi_awaddr(dma_s_axi_awaddr),
        .s_axi_awvalid(dma_s_axi_awvalid),
        .s_axi_awready(dma_s_axi_awready),
        .s_axi_wdata(dma_s_axi_wdata),
        .s_axi_wvalid(dma_s_axi_wvalid),
        .s_axi_wready(dma_s_axi_wready),
        .s_axi_wstrb(dma_s_axi_wstrb),
        .s_axi_bresp(dma_s_axi_bresp),
        .s_axi_bvalid(dma_s_axi_bvalid),
        .s_axi_bready(dma_s_axi_bready),
        .s_axi_araddr(dma_s_axi_araddr),
        .s_axi_arvalid(dma_s_axi_arvalid),
        .s_axi_arready(dma_s_axi_arready),
        .s_axi_rdata(dma_s_axi_rdata),
        .s_axi_rresp(dma_s_axi_rresp),
        .s_axi_rvalid(dma_s_axi_rvalid),
        .s_axi_rready(dma_s_axi_rready),
        .m_axi_awaddr(dma_m_axi_awaddr),
        .m_axi_awvalid(dma_m_axi_awvalid),
        .m_axi_awready(dma_m_axi_awready),
        .m_axi_wdata(dma_m_axi_wdata),
        .m_axi_wstrb(dma_m_axi_wstrb),
        .m_axi_wvalid(dma_m_axi_wvalid),
        .m_axi_wready(dma_m_axi_wready),
        .m_axi_bresp(dma_m_axi_bresp),
        .m_axi_bvalid(dma_m_axi_bvalid),
        .m_axi_bready(dma_m_axi_bready),
        .m_axi_araddr(dma_m_axi_araddr),
        .m_axi_arvalid(dma_m_axi_arvalid),
        .m_axi_arready(dma_m_axi_arready),
        .m_axi_rdata(dma_m_axi_rdata),
        .m_axi_rresp(dma_m_axi_rresp),
        .m_axi_rvalid(dma_m_axi_rvalid),
        .m_axi_rready(dma_m_axi_rready)
    );
endmodule
--- run.sh ---
#!/bin/bash
# OpenROAD 26Q1-2900-gdf79404cd8, Yosys 0.63+post, stock flow scripts
make -C /OpenROAD-flow-scripts/flow DESIGN_CONFIG=/design/flow/config.mk WORK_HOME=/design/flow/orfs finish
==> out/qor.csv <==
stage;metric;value;unit
sta;setup repair after global routing missed its margin;false;
grt;largest net degree at the start of global routing;46;
logic_synthesis;Simple Share, Synth;14.7;%
sta;fin crit share;55.7;%
route;Routed Antenna Nets;0;
cts;clock tree buffer depth;2;
cells_and_area;fillers;2325;
route;first-pass iteration count of the detailed router;4;
route;detailed-route vias per instance;4.99;
grt;met1 usage;25.1;%
cells_and_area;area delta synth->final;30.5;%
setup_path;Critical Path Sink Type;primary output;
pwr;VDD IR max;0.0439;mV
setup_path;Worst Path Arrival;5.93;ns
pwr;Design Power;509;µW
route;Iter 0 DRT Violations;215;
logic_synthesis;number of enable flip-flop cells;0;
logic_synthesis;Yosys chip area;7530;µm²
hold_path;HP Class;register to register;
die;die outline width;160;µm
logic_synthesis;Commonest flop;dfrtp_1;
cts;post-cts resize count;0;
sta;max_slew headroom;46.7;%
setup_path;Startpoint Class;primary input;
grt;Total GRT Usage;17.0;%
logic_synthesis;mux frac, synth;16.5;%
logic_synthesis;Synth Area per Inst;9.44;µm²
route;overall routed net length;20800;µm
sta;Worst Max-Slew Pin Slew;0.790;ns
die;fp_density;30.8;%
placed_design;final weighted congestion in routability-driven placement;0.845;
cells_and_area;design area;9830;µm²
sta;Worst Skew;0.00343;ns
die;core box area;24500;µm²
grt;routing usage on met2;27.6;%
cts;CTS Hold Buffers Added;0;
cells_and_area;Flop area;2630;µm²
flow_run;Tool Warnings;66;
setup_path;Critical Setup Path Class;primary input to primary output;
pwr;P_leak;4.49;nW
logic_synthesis;AND-OR/OR-AND Cells, Area Fraction;17.0;%
placed_design;Post-DP Area;9550;µm²
logic_synthesis;Syn. warnings;14;
sta;TNS Setup;0;ns
cells_and_area;comb. cell area;4610;µm²
placed_design;IO Port Bufs;168;
die;Die Footprint;25800;µm²
cts;clock latency on the worst-skew pair;0.36;ns
grt;antenna violations before repair;0;
grt;vias in the first global route;6424;
logic_synthesis;XORs/XNORs by Area;4.30;%
cts;Clk pin slew, worst setup/hold paths;0.07;ns
logic_synthesis;main kind of combinational logic by area;AND-OR/OR-AND gates;
placed_design;HPWL after DPL;15700;µm
grt;met3 usage;2.90;%
sta;maximum clock frequency;0.108;GHz
grt;first-pass GRT wire length;34400;µm
cts;# Post-CTS Setup Buffers;0;
logic_synthesis;Synth Area in Adders;8.34;%
pwr;PwrDens;51.8;nW/µm²
die;io pins;218;
cts;CTS root buffer;clkbuf_16;
logic_synthesis;Cells after Synth;798;
setup_path;critical path fanouts, max;16;
logic_synthesis;Yosys Instances;798;
logic_synthesis;synthesized cell area;7530;µm²
logic_synthesis;#FFs+latches synth;105;
flow_run;Max-Cap Viols;0;
sta;Final Hold Viols;0;
cts;CTS Buf Count;9;
logic_synthesis;sequential-to-total area share from yosys stat;34.9;%
route;Routed WL per cell;16.2;µm
route;routed vias;6395;
placed_design;pre-CTS setup slack;7.32;ns
cts;H-tree levels;3;
die;die height;160;µm
grt;grt ovf;0;
sta;Slew Viols, Final;0;
logic_synthesis;Async SR Flop Fraction;100;%
sta;post-route setup slack;7.35;ns
cells_and_area;share of cells above drive strength 1;13.3;%
die;Cell Rows;57;
grt;layer carrying the most global-route usage;met2;
logic_synthesis;Cell variety after synth;68;
setup_path;crit path DRT;13.28;ns
sta;minimum clock period;9.25;ns
cts;CTS sink cnt;105;
route;DRC violation count after routing;0;
cts;TritonCTS clock tree;yes;
route;antenna cells;0;
status;run status;completed;
sta;Final Setup Violations;0;
sta;smallest hold slack;0.501;ns
==> final timing paths <==
path                                       start  cells after the start  slack, ns                  endpoint
max                          dma_s_axi_araddr[1]                      8       7.35       dma_s_axi_rdata[16]
min                            memory_inst.PS[2]                      1       0.50  memory_inst.s_axi_wready
max reg2reg                dma_inst.remaining[5]                      8      14.21    dma_inst.remaining[14]
min reg2reg                    memory_inst.PS[2]                      1       0.50  memory_inst.s_axi_wready
max in group asynchronous                aresetn                      3      12.46    dma_inst.remaining[13]
min in group asynchronous                aresetn                      2       3.26     dma_inst.src_addr[30]
==> flip-flops by register name (all words and copies together), names as in the netlist, 3 cells and up <==
register               flops
dma_inst.dst_addr         32
dma_inst.src_addr         32
dma_inst.remaining        16
dma_inst.transfer_len     16
dma_inst.state             3
memory_inst.PS             3
==> where the power goes <==
part           leakage [nW]  switching [mW]  total [mW]  internal (mW)
Combinational          2.90          0.0149      0.0391         0.0241
Sequential             1.45      0.00000187       0.256          0.256
Clock                 0.139          0.0981       0.214          0.116
==> metrics by stage <==
| stage | std cells | util, % |
|---|---|---|
| 2_1_floorplan | 803 | - |
| 3_3_place_gp | 1267 | 39.0 |
| 3_5_place_dp | 1267 | 39.0 |
| 4_1_cts | 1282 | 40.2 |
| 5_1_grt | 1282 | 40.2 |
| 6_report | 1282 | 40.2 |
==> Yosys cell counts (3+ instances only) <==
cell type  number  area (µm²)
a211oi_1        6        45.0
a21o_1         20         150
a21oi_1        63         315
a22oi_1         9        67.6
a31oi_1         7        43.8
and2_1          6        37.5
and3_1          4        25.0
buf_2           5        25.0
buf_4          10        75.1
clkbuf_1       26        97.6
dfrtp_1       104        2600
ha_1           47         588
inv_1          31         116
mux2_2         80         901
mux2i_1        32         320
nand2_1        33         124
nand2b_1        8        50.1
nand3_1        10        50.1
nand4_1        11        68.8
nor2_1         82         308
nor2b_1        10        62.6
nor3_1         14        70.1
nor3b_1         3        22.5
nor4_1         30         188
o211ai_1        4        30.0
o21a_1         12        90.1
o21ai_0        37         185
o22ai_1         7        43.8
or3_1           4        25.0
xnor2_1        24         210
xor2_1         13         114
==> worst max-delay path, cell delays in order <==
cell and delay (ns):
clkdlybuf4s50_1 0.40, nor4_1 0.29, nand2_1 0.49, nor3_1 0.46, nand2b_1 0.11, buf_4 0.22, nor2_1 0.14, clkdlybuf4s50_1 0.48
==> logic make-up (layout without fill, tap and decap cells) <==
group	count (synthesis)	after routing
AOI/OAI and AO/OA	194	194
xor gates and xnor gates	37	37
adders and majority gates	49	49
buffers and inverters	73	228
DFF	105	105
muxes	113	113
other	2	7
and+or+nand+nor	225	225
==> cells in the final DEF (no fill, tap or decap), drive strengths merged, types with 7 or more instances in the layout <==
master / synthesis / routed
nand2b: 8 / 8
dfrtp: 104 / 104
inv: 31 / 32
a31oi: 7 / 7
o21ai: 38 / 38
nand2: 33 / 33
nor3: 15 / 15
nor2: 83 / 83
mux2: 80 / 80
a22oi: 9 / 9
clkbuf: 26 / 10
a211oi: 8 / 8
conb: 2 / 7
nor4: 30 / 30
xor2: 13 / 13
o21a: 12 / 12
nor2b: 10 / 10
ha: 47 / 47
buf: 16 / 15
mux2i: 32 / 32
nand3: 10 / 10
nand4: 11 / 11
a21oi: 65 / 65
o22ai: 7 / 7
clkdlybuf4s50: 0 / 167
a21o: 21 / 21
xnor2: 24 / 24
==> layout make-up <==
type	count	share of cell area, %
multi-input combinational	625	46.9
sequential	105	26.7
timing repair buffer	182	18.1
tap	324	4.12
clock buffer	10	2.33
inverter	31	1.21
clock inverter	5	0.573
==> per-layer routing <==
| metal | vias up | wire length, µm |
|---|---|---|
| li1 | 3234 | - |
| met1 | 3038 | 9930 |
| met2 | 111 | 9800 |
| met3 | 12 | 863 |
| met4 | 0 | 161 |
| met5 | - | 0 |
Power and IR drop assume default switching activity.
